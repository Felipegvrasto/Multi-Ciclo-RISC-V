--- design/flow/run.sh ---
#!/bin/bash
# OpenROAD 26Q1-2900-gdf79404cd8, Yosys 0.63+post, stock flow scripts
make -C /OpenROAD-flow-scripts/flow DESIGN_CONFIG=/design/flow/config.mk WORK_HOME=/design/flow/orfs finish
--- design/flow/config.mk ---
export PLATFORM = sky130hd
export DESIGN_NAME = Instr_Datamemory
export DESIGN_NICKNAME = Instr_Datamemory
export VERILOG_FILES = /design/flow/design.v
export SDC_FILE = /design/flow/constraint.sdc
export NUM_CORES = 4
export LEC_CHECK = 1
export CORE_UTILIZATION = 50
export SYNTH_HDL_FRONTEND = slang
--- design/flow/constraint.sdc ---
current_design Instr_Datamemory

set clk_period 37.4
set clk_io_pct 0.2

create_clock -name clk0 -period $clk_period [get_ports {CLK}]

set non_clock_inputs [all_inputs -no_clocks]
set_input_delay [expr $clk_period * $clk_io_pct] -clock clk0 $non_clock_inputs
set_output_delay [expr $clk_period * $clk_io_pct] -clock clk0 [all_outputs]
--- design/flow/design.v ---
`timescale 1ns / 1ps
module Instr_Datamemory #(parameter N=32, M=7)(
    input CLK,
    input WE,
    input [N-1:0] A,
    input [N-1:0] WD,
    output reg [N-1:0] RD
    );
reg [7:0] mem [0:(2**M-1)];
always @ (posedge CLK)
    if (WE) begin
        {mem[A], mem[A+1], mem[A+2], mem[A+3]} <= WD;
    end 
always@(negedge CLK)
    RD <= {mem[A], mem[A+1], mem[A+2], mem[A+3]};
initial
 $readmemh("datos_memory.mem", mem, 0,	(2**M)-1);
endmodule
==> deck_impl_summary.md <==
Flow Results at a Glance

Run status
  – Outcome: aborted with a tool error
  – Stopped at: global routing (5_1_grt)
  – Log Error: [ERROR GRT-0116] Global routing finished with congestion. Check the congestion regions in the DRC Viewer.

CTS
  – Post-CTS setup buffers: 0
  – CTS Hold Bufs: 0
  – Clk sinks: between 1k and 1.5k
  – H-tree depth: 4
  – Number of buffers created by CTS: around 140
  – CTS root buf: clkbuf_16
  – Max clock buf depth: 3
  – Cts repair resizes: 0

Placed design
  – Inst Count DP: between 10k and 15k
  – DP HPWL: roughly 640000 um
  – Buffers on Ports: around 97
  – RD Place Congestion: around 1.4

Global routing
  – Total grt overflow: 21
  – Vias in the first global route: around 140k
  – First-pass GRT wire length: between 1000000 and 1500000 um
  – GR Util All Layers: 0.863
  – Largest net degree at the start of global routing: 159

Synth
  – Synth cell types: ~83
  – Yosys Chip Area: between 0.1 and 0.15 sq mm
  – # Cells Yosys: about 12k
  – Post-synth seq share: 0.273
  – Area leader, netlist: edfxtp_1
  – Main area contributors: edfxtp_1 27%, mux4_2 24%, nor4_1 11%, a221oi_1 7.5%, o31ai_1 6.4%
  – Top-area cell share: 0.267
  – Synth flops: 1056
  – Cell Area, Synth: between 0.1 and 0.15 sq mm
  – Post-synth EDFFs: between 1k and 1.5k
  – Synth top cells by count: 2067 x nor4_1, 1503 x clkbuf_1, 1263 x nand2_1, 1204 x mux4_2, 1024 x edfxtp_1
  – Syn_area_per_cell: 9.97 sq um
  – Yosys Warn Count: 0
  – Mapped Cells: ~12k
  – Post-synth top flop: edfxtp_1
  – Most instantiated library cell after synthesis: nor4_1
  – Post-synth ARST share: 0

Floorplanning
  – # IOs: 98
  – Floorplan core density: 0.505
  – DIE HEIGHT: 482 um
  – Row count: 175
  – Die W: 482 um
cells by family after synthesis:
logic type	share of synthesized area
and+or+nand+nor	0.235
AOI/OAI and AO/OA	0.169
buffers and inverters	0.0662
muxes	0.252
DFF	0.273
xor gates and xnor gates	0.00350
adders and majority gates	0.000761
layer usage:
| layer | overflow | track usage |
|---|---|---|
| met2 | 6 | 0.927 |
| met4 | 3 | 0.789 |
| met5 | 0 | 0.739 |
| met1 | 5 | 0.866 |
| met3 | 7 | 0.835 |
metrics by stage:
stage	area (sq um)	power [W]	setup WS, ns	hold slack [ns]	utilization
floorplan	115000	0.00163	6.75	7.93	-
CTS	124000	0.00336	6.21	7.15	0.542
global placement	119000	0.00196	5.37	8.03	0.521
detailed placement	119000	0.00196	5.37	8.03	0.521
Power is estimated from default activity; no workload was simulated.
