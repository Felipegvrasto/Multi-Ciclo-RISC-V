==> flow/run.sh <==
#!/bin/bash
# OpenROAD 26Q1-2900-gdf79404cd8, Yosys 0.63+post, stock flow scripts
make -C /OpenROAD-flow-scripts/flow DESIGN_CONFIG=/design/flow/config.mk WORK_HOME=/design/flow/orfs finish
==> flow/config.mk <==
export PLATFORM = sky130hd
export DESIGN_NAME = MC_FSM
export DESIGN_NICKNAME = MC_FSM
export VERILOG_FILES = /design/flow/design.v
export SDC_FILE = /design/flow/constraint.sdc
export NUM_CORES = 4
export LEC_CHECK = 1
export CORE_AREA = 10 10 78 78
export DIE_AREA = 0 0 88 88
export SYNTH_HDL_FRONTEND = slang
==> flow/constraint.sdc <==
current_design MC_FSM

set clk_period 1.0
set clk_io_pct 0.2

create_clock -name clk0 -period $clk_period [get_ports {CLK}]

set non_clock_inputs [all_inputs -no_clocks]
set_input_delay [expr $clk_period * $clk_io_pct] -clock clk0 $non_clock_inputs
set_output_delay [expr $clk_period * $clk_io_pct] -clock clk0 [all_outputs]
==> flow/design.v <==
 `timescale 1ns / 1ps
    module MC_FSM(
        input CLK, 
        input CE, 
        input RST,
        input [4:0] op,
        (*KEEP = "true"*)
        output  AdrSrc, MemWrite, IRWrite, RegWrite, Branch, PCUpdate,
        (*KEEP = "true"*)
        output [1:0] ALUSrcA, ALUSrcB, ALUOp, ResultSrc 
        );
    wire [6:0] opc;
    assign opc = {op, 2'b11};
    localparam  S00 = 4'd0,      
                S01 = 4'd1,      
                S02 = 4'd2,      
                S03 = 4'd3,      
                S04 = 4'd4,      
                S05 = 4'd5,      
                S06 = 4'd6,      
                S07 = 4'd7,      
                S08 = 4'd8,      
                S09 = 4'd9,      
                S10 = 4'd10,     
                S11 = 4'd11;     
    reg [3:0] e_siguiente;
    (*KEEP = "true"*)
    reg [3:0] e_actual = S00;
    (*KEEP = "true"*)
    reg [13:0] Salidas;
    always @(*)
        case(e_actual)
            S00: e_siguiente = S01;
            S01: if((op == 7'b0000011)|(op == 7'b0100011))   
                    e_siguiente = S02;
                 else if(op == 7'b0110011)                   
                    e_siguiente = S06;
                 else if(op == 7'b0010011)                   
                    e_siguiente = S08;
                 else if(op == 7'b1101111)                   
                    e_siguiente = S09;
                 else if(op == 7'b1100011)                   
                    e_siguiente = S10;
                 else if(op == 7'b0110111)                   
                    e_siguiente = S11;
            S02: if(op == 7'b0000011)                        
                    e_siguiente = S03;
                 else if(op == 7'b0100011)                   
                    e_siguiente = S05;
            S03: e_siguiente = S04;
            S04: e_siguiente = S00;
            S05: e_siguiente = S00;
            S06: e_siguiente = S07;
            S07: e_siguiente = S00;
            S08: e_siguiente = S07;
            S09: e_siguiente = S07;
            S10: e_siguiente = S00;
            S11: e_siguiente = S00;                          
        endcase
    always @(posedge CLK)
        if(RST)
            e_actual <= S00;
        else if(CE)
            e_actual <= e_siguiente;
    always @(*)
        case(e_actual)
            S00:    Salidas = 14'b01001000101000;
            S01:    Salidas = 14'b00x0000101xx00;
            S02:    Salidas = 14'b00x0001001xx00;
            S03:    Salidas = 14'b001000xxxx00xx;
            S04:    Salidas = 14'b00x001xxxx01xx;
            S05:    Salidas = 14'b001100xxxx00xx;
            S06:    Salidas = 14'b00x0001000xx10;
            S07:    Salidas = 14'b00x001xxxx00xx;
            S08:    Salidas = 14'b00x0001001xx10;
            S09:    Salidas = 14'b01x00001100000;
            S10:    Salidas = 14'b10x00010000001;
            S11:    Salidas = 14'b00x001xxxx11xx;   
        endcase
    assign Branch    = Salidas[13];
    assign PCUpdate  = Salidas[12];
    assign AdrSrc    = Salidas[11];
    assign MemWrite  = Salidas[10];
    assign IRWrite   = Salidas[9]; 
    assign RegWrite  = Salidas[8];
    assign ALUSrcA   = Salidas[7:6]; 
    assign ALUSrcB   = Salidas[5:4];
    assign ResultSrc = Salidas[3:2];
    assign ALUOp     = Salidas[1:0];
    endmodule
==> notes.org <==
* Implementation run

** Setup path
- Ordered cell list for the critical path :: clkdlybuf4s50_1 -> nor2_1
- Looking at the critical path, the highest net fanout was 4.
- The worst setup path is captured at a flip-flop.
- The script reports the combined buffer and inverter count of the critical path as 1.
- Category of cells accounting for the largest share of critical-path delay :: buffers and inverters
- The slowest stage of the critical path belongs to the cell sky130_fd_sc_hd__clkdlybuf4s50_1.
- Maximum cell stage delay along the critical path :: 0.53 ns
- STA classifies the critical path startpoint as an input port.
- According to the timing report, the arrival time at the worst endpoint equals 0.79 ns.
- The OpenROAD report gives the critical path a required time of 1.11 ns.
- The worst setup path is of the input port to flip-flop kind.

** Routing
- The first routing iteration left 32 violations.
- The routed layout reports a DRC error count of 0.
- Number of vias in the routed layout :: 592
- Per the post-route antenna check, the number of violating nets is 0.
- Sum of routed wire length over all layers :: 1540 µm
- Routed vias/inst :: 3.92
- The iteration count recorded for the first detailed-route pass is 4.
- Routed len/inst :: 10.2 µm
- The routed design ends up with an antenna cell count of 0.

** Placed design
- Before CTS, the worst setup slack after placement is -0.179 ns.
- IO Port Bufs :: 21
- Number of instances in the placed design :: 148
- After its last routability iteration, the placer logged a weighted congestion of 0.845.
- Cell area after placement :: 960 µm²
- Note, the detailed placer reported a final HPWL of 1220 µm.

** CTS
- Source-to-sink clock delay at the later pin of the worst-skew pair :: 0.22 ns
- TritonCTS built the clock tree.
- Per the repair_timing log after CTS, setup buffers inserted total 0.
- H-Tree Level Count :: 1
- The cell sitting at the root of the clock tree is a sky130_fd_sc_hd__clkbuf_8.
- Clock-pin slew on the worst setup and hold paths :: 0.03 ns
- Largest buffer count on any clock path :: 2
- Buffers inserted during clock tree synthesis total 3.

** Final layout
- Layout Cell Area excl Fill :: 1000 µm²
- Fillcell total :: 466
- The area growth from synthesis to layout is 38.8%.
- Ratio of cells with drive above 1 in the final layout :: 0.141
- Number of standard cells in the layout, taps in and fillers out :: 151

** Synth
- Area of the mapped netlist :: 723 µm²
- After synthesis, the netlist uses 29 different library cells.
- The largest total area in the synthesized netlist belongs to sky130_fd_sc_hd__dlxtp_1.
- Synth Instances :: 79
- Dominant cells by area after synthesis :: sky130_fd_sc_hd__dlxtp_1 (33%), sky130_fd_sc_hd__dfxtp_1 (11%), sky130_fd_sc_hd__mux2i_1 (5.5%)
- Yosys cell count :: 79
- Most popular library cell in the synthesized design by count :: sky130_fd_sc_hd__dlxtp_1
- Number of enable-type register cells in the synthesized netlist :: 0
- Syn Area/Cell :: 9.15 µm²
- Dominant cell area share :: 0.332
- Async set or reset register ratio after synthesis :: 0
- Chip Area, Yosys :: 723 µm²
- Once synthesis finished, the tally of register bits stood at 20.
- Commonest cells in the synthesized netlist :: sky130_fd_sc_hd__dlxtp_1 (16), sky130_fd_sc_hd__nor2_1 (9), sky130_fd_sc_hd__nand2_1 (6)
- Count of yosys warnings during synthesis :: 0
- Among all flip-flop cells after synthesis, the most frequent one is sky130_fd_sc_hd__dlxtp_1.

** Floorplan
- The core region is 4410 µm².
- Pre-Place Util :: 0.164
- Chip width :: 88 µm
- According to the floorplan log, the row count is 24.
- Number of primary I/O pins :: 22
- The chip occupies 7740 µm².
- Die span in y :: 88 µm

** Timing
- Looking at the max-slew report, the worst-margin pin has a slew of 0.269 ns.
- After layout, the setup clock skew is reported as 0 ns.
- The final timing summary puts the cycle share of the worst path at 0.687.
- Once routing completed, OpenROAD measured the worst setup slack at 0.313 ns.
- For this run, the top clock speed supported by timing is 1.46 GHz.
- The final max-slew violation count recorded for this run is 0.
- Final setup violation count :: 0
- Count of unclocked register or latch pins :: 16
- On the final layout, the worst hold slack is 0.422 ns.
- Setup repair after global routing left no endpoint under its margin.
- Relative slew slack :: 0.821
- Count of final hold-check violations :: 0
- Final critical path time including I/O delays and setup :: 0.687 ns
- 30 endpoints have no timing constraint.

** GRT
- Wire length of the first global-routing pass :: 2390 µm
- Entering global routing, the biggest net connects 16 pins.
- Via count of the first global-routing pass :: 548
- The number of antenna violations at the first check in global routing came to 0.
- Aggregate global-route resource usage :: 0.0373
- Summed over all layers, the global routing overflow is 0.

** Power and ir drop
- In this run the VDD rail shows a maximum IR drop of 297 µV.
- Areal power density over the cells :: 828 nW/µm²
- The completed layout was analyzed and its total power is 0.000830 W.
- Leakage Power :: 0.413 nW

** Flow run
- Number of violations of the max-capacitance limit :: 0
- Number of logged tool warnings :: 25

** Min path
- In this run the worst hold path is classified as input port to flip-flop.

** Outcome
- Outcome :: complete, no violations
-- logic make-up (layout without fill, tap and decap cells) --
logic type	count (synthesis)	in the layout	share of synthesized area
mux	4	4	0.0554
latches	16	16	0.332
simple gates	26	26	0.201
xor+xnor	2	2	0.0346
compound gates	16	16	0.149
buf+inv	11	31	0.118
flops	4	4	0.111
-- registers in the layout, indices dropped and copies added, names as in the netlist --
register	cells
ALUSrcA	2
e_actual	4
IRWrite	1
ResultSrc	2
MemWrite	1
e_siguiente	4
ALUSrcB	2
RegWrite	1
ALUOp	2
AdrSrc	1
-- placed cells by master (no fill, tap or decap), drive strengths merged, types with 2 or more instances in the layout --
cell type / count
nand2b: 3
a21oi: 5
inv: 3
buf: 4
clkdlybuf4s50: 20
nor2: 9
dfxtp: 4
clkbuf: 3
o31ai: 2
dlxtp: 16
o21ai: 6
nand2: 8
mux2i: 4
-- report_power, final --
group | internal [W] | switching (W) | total [W]
Combinational | 0.000140 | 0.0000954 | 0.000235
Sequential | 0.000234 | 0.0000156 | 0.000250
Clock | 0.000257 | 0.0000884 | 0.000345
Total | 0.000631 | 0.000199 | 0.000830
-- worst paths after layout --
| path | startpoint | endpoint | slack, ns | cells past startpoint |
|---|---|---|---|---|
| worst min register to register | e_actual[3]$_SDFFE_PP0P_ | e_actual[3]$_SDFFE_PP0P_ | 0.49 | 2 |
| worst min-delay path | CE | e_actual[0]$_SDFFE_PP0P_ | 0.42 | 3 |
| worst max register to register | e_actual[2]$_SDFFE_PP0P_ | e_actual[2]$_SDFFE_PP0P_ | 0.41 | 2 |
| worst max-delay path | RST | e_actual[3]$_SDFFE_PP0P_ | 0.31 | 2 |
-- layout make-up --
class,instances,area (µm²),share of cell area
clock buffers,3,41.3,0.0411
inverters,3,16.3,0.0162
multi-input cells,48,318,0.317
flip-flops and latches,20,320,0.319
well taps,52,65.1,0.0648
repair buffers,25,243,0.242
-- per-layer routing --
metal | track usage | vias up | part of all wire
met1 | 0.0456 | 260 | 0.42
met4 | 0.00580 | 0 | 0.018
met3 | 0.0196 | 2 | 0.13
li1 | - | 307 | -
met2 | 0.0582 | 23 | 0.43
met5 | 0 | - | 0
-- worst reg2reg max path, delay by kind of cell, from the launching register on --
family	cells	cell delay (ns)
flops	1	0.30
simple gates	1	0.05
mux	1	0.13
-- repair_timing --
item | in CTS | in global routing
hold buffers | 0 | 0
resized | 0 | 1
setup endpoints to repair | 0 | 2
hold endpoints to repair | 0 | 0
-- per-stage QoR --
step	setup TNS, ns	utilization
2_1_floorplan	0	-
3_3_place_gp	-0.688	0.217
3_5_place_dp	-0.687	0.217
5_1_grt	0	0.227
6_report	0	0.227
4_1_cts	0	0.227
No activity file was given, so power comes from the tool's default toggle rates.
